[flow/run.sh]
#!/bin/bash
# OpenROAD 26Q1-2900-gdf79404cd8, Yosys 0.63+post, stock flow scripts
make -C /OpenROAD-flow-scripts/flow DESIGN_CONFIG=/design/flow/config.mk WORK_HOME=/design/flow/orfs finish
[flow/config.mk]
export PLATFORM = sky130hd
export DESIGN_NAME = neuron
export DESIGN_NICKNAME = neuron
export VERILOG_FILES = /design/flow/design.v
export SDC_FILE = /design/flow/constraint.sdc
export NUM_CORES = 4
export LEC_CHECK = 1
export CORE_UTILIZATION = 50
[flow/constraint.sdc]
current_design neuron

set clk_period 4.6
set clk_io_pct 0.2

create_clock -name clk0 -period $clk_period [get_ports {clk}]

set non_clock_inputs [all_inputs -no_clocks]
set_input_delay [expr $clk_period * $clk_io_pct] -clock clk0 $non_clock_inputs
set_output_delay [expr $clk_period * $clk_io_pct] -clock clk0 [all_outputs]
[flow/design.v]
`timescale 1ns / 1ps
module neuron #(parameter IN_SIZE=4, WIDTH = 4)(
    input clk,
    input en,
    input reset,
    input signed [0:IN_SIZE-1] in_data,
    input signed[WIDTH-1:0][0:IN_SIZE-1] weight,
    input signed[WIDTH-1:0] bias,
    output signed[WIDTH + 1-1:0] neuron_out,
    output neuron_done
    );
    integer addr = 0;
    reg done = 0;
    reg signed [4*WIDTH-1:0] product = 0;
    reg signed [4*WIDTH-1:0] out = 0;
    always @(posedge clk) begin
        if(reset) begin 
            done <= 0;
            addr <= 0;
        end
        else if(en) begin
            if(addr < IN_SIZE-1) begin
                product <= in_data[addr]*weight[addr];  
                out <= out+product;  
            end
            if(addr == IN_SIZE-1) begin  
                done <= 1;
            end else begin
                addr <= addr + 1'b1;
                done <= 0;
            end
        end
    end
    assign neuron_out = out + bias;  
    assign neuron_done = done;
endmodule
==> out/qor.yml <==
status:
  outcome: "complete, no violations"
power:
  total_power_mw: 0.773
  clockPowerShare: 0.338
  p_comb_frac: 0.143
  power_per_cell_area_nw_per_um2: 281
  p_int_mw: 0.604
  swShare: 0.218
  seq_power_share: 0.519
  ir_worst_vdd_mv: 0.187
  switching_power_mw: 0.168
  power_leakage_nw: 1.06
setup_path:
  cp_max_fo: 2
  start_kind: "input pin"
  worst_ep_required_time_ns: 3.68
  critPathKind: "input pin to output port"
  cp.arrival_ns: 2.88
  cp-end-kind: "output port"
floorplan:
  die_y_um: 69.6
  num_rows: 24
  fp_util: 0.521
  die_w_um: 69.6
  die-area_um2: 4840
  coreArea_um2: 4380
  ios: 33
clock_network:
  cts.clk_slew.worst_paths_ns: 0.08
  ctsResizeCount: 0
  cts_hold_buf: 0
  cts.sinks: 42
  root_buffer: "clkbuf_8"
  cts_tree: "done"
  cts_made_buffers: 5
  cts_setup_buffers: 0
  cts_max_path_buffers: 2
  htreeDepth: 2
  clock.latency.late_pin_ns: 0.29
synth:
  ys_seq_frac: 0.408
  synth.avg_cell_area_um2: 9.93
  netlist-cell-type-count: 33
  yosysTopAreaCell: "dfxtp_1"
  ys_area_um2: 2280
  ys_cells: 230
  edf_count: 9
  top_area_frac: 0.289
  yosysWarnings: 1
  ys.flops: 42
  postSynthCellCount: 230
  ys_dominant_reg_cell: "dfxtp_1"
  ys_async_sr_fraction: 0
  netlist_area_um2: 2280
  topCellsByArea: "dfxtp_1, edfxtp_1, xor2_1, ha_1, nor2_1"
drt:
  drt_iter0_markers: 84
  dr_total_vias: 1694
  wl_um: 4280
  drcViolationCount: 0
  first_pass_iters: 4
  routed_via_density: 5.36
  routedWlPerCell_um: 13.5
  diodes: 0
  final_antenna_net_count: 0
global_routing:
  grt_pass1_wl_um: 7540
  antenna_found_initial: 0
  grt_overflow_total: 0
  grt_start_max_net_pins: 35
  grt_util_all_layers: 0.197
  grt_pass1_vias: 1583
layout:
  num-fill-cells: 372
  drive_above_1_share: 0.0720
  syn2layout_area_growth_pct: 20.3
  flop_area_um2: 931
  design_area_um2: 2750
  combGateArea_um2: 1290
final_timing:
  worst_slew_pin_slew_ns: 0.710
  report.final.slew_viol_count: 0
  clock_skew_ns: 0.00502
  fin_crit_ns: 3.80
  rsz0062_at_grt: "false"
  finalHoldViolations: 0
  tns_ns: 0
  fin_crit_sh: 0.826
  fmax_mhz: 263
  setup_viol: 0
  maxSlewHeadroom: 0.524
run:
  maxCapViolations: 0
  tool_warnings: 27
place:
  io_buffers: 32
  dp_hpwl_um: 3150
  gp_congestion: 0.832
  postPlaceCellArea_um2: 2650
worst_hold_path:
  hold_path.class: "flip-flop to flip-flop"
## registers in the layout, indices dropped and copies added (netlist names)
signal,count
done,1
addr,32
out,5
product,4
## metal layers
| metal | global-route usage | wire, um | up-vias | share of wire |
|---|---|---|---|---|
| met5 | 0 | 0 | - | 0 |
| met3 | 0.0516 | 270 | 4 | 0.063 |
| li1 | - | - | 891 | - |
| met2 | 0.290 | 1820 | 37 | 0.43 |
| met1 | 0.320 | 2150 | 762 | 0.50 |
| met4 | 0.0181 | 32 | 0 | 0.0075 |
## worst max-delay path, cell delays in order
cell             delay [ns]
clkdlybuf4s50_1        0.40
ha_1                   0.22
fa_1                   0.40
a21o_1                 0.17
a21oi_1                0.16
xnor2_1                0.13
clkdlybuf4s50_1        0.47
## synth_stat cells (all sizes together), types with 2 or more instances
cell,instances
nand2,10
nor3,6
and4,4
ha,11
clkbuf,5
nor2,34
buf,3
edfxtp,9
inv,5
nand3,11
nor4b,2
xnor2,9
xor2,26
nor4,7
a211oi,2
a21oi,7
and3,10
mux4,5
a21o,4
or3,3
o21ai,2
mux2i,2
nand4,13
nor2b,2
dfxtp,33
fa,2
## cells in the final DEF (no fill, tap or decap), types with 6 or more instances in the layout
| cell type | instances |
|---|---|
| xnor2_1 | 9 |
| nor4_1 | 6 |
| nand2_1 | 10 |
| nand3_1 | 11 |
| clkdlybuf4s50_1 | 32 |
| nor2_1 | 34 |
| nand4_1 | 12 |
| dfxtp_1 | 33 |
| ha_1 | 11 |
| xor2_1 | 26 |
| edfxtp_1 | 9 |
| and3_1 | 10 |
| a21oi_1 | 7 |
## area by class of cell
cell class	count	area share
Sequential cell	42	0.339
Clock buffer	8	0.0369
Timing Repair Buffer	34	0.122
Inverter	5	0.00683
Tap cell	52	0.0237
Multi-Input combinational cell	175	0.472
## through the flow
step / utilization / instances / worst slack (ns) / hold WS, ns
2_1_floorplan: - / 230 / 1.75 / 0.437
3_3_place_gp: 0.603 / 308 / 0.793 / 0.475
3_5_place_dp: 0.603 / 308 / 0.789 / 0.493
4_1_cts: 0.626 / 316 / 0.783 / 0.513
5_1_grt: 0.626 / 316 / 0.666 / 0.543
6_report: 0.626 / 316 / 0.801 / 0.506
## path summary, 6_finish.rpt
| path | from | end | slack [ns] | cells past startpoint |
|---|---|---|---|---|
| setup / recovery | bias[0] | neuron_out[4] | 0.80 | 7 |
| hold / removal | done | done | 0.51 | 2 |
| setup reg to reg | addr[2] | out[1] | 2.26 | 8 |
| hold reg to reg | done | done | 0.51 | 2 |
## cells by family after synthesis
kind of cell,synth area share
AOI/OAI and AO/OA,0.0427
xor gates and xnor gates,0.134
adders and majority gates,0.0778
buffers and inverters,0.0279
DFF,0.408
muxes,0.0581
and+or+nand+nor,0.252
## power by group through the flow
stage	combinational, mW	sequential [mW]	clock (mW)
CTS	0.112	0.401	0.271
finish	0.111	0.401	0.261
global route	0.124	0.403	0.288
No activity file was given, so power comes from the tool's default toggle rates.
