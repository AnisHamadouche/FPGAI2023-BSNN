==> /design/flow/design.v <==
module dtt #(
    parameter DTT_WIDTH = 5
)(
    input wire CLK,
    input wire nRES,
    input wire [DTT_WIDTH-1:0] input_vector,
    input wire start,
    output wire spike
);
reg [DTT_WIDTH-1:0] state;
always @(posedge CLK) begin
    if (!nRES) begin
        state <= '0;
    end
    else if (start) begin
        state <= input_vector;
    end
    else if (state == 0)
        state <= state;
    else begin
        state <= state - 1;
    end
end
assign spike = (state == 1);
endmodule
==> /design/flow/run.sh <==
#!/bin/bash
# OpenROAD 26Q1-2900-gdf79404cd8, Yosys 0.63+post, stock flow scripts
make -C /OpenROAD-flow-scripts/flow DESIGN_CONFIG=/design/flow/config.mk WORK_HOME=/design/flow/orfs finish
==> /design/flow/config.mk <==
export PLATFORM = sky130hd
export DESIGN_NAME = dtt
export DESIGN_NICKNAME = dtt
export VERILOG_FILES = /design/flow/design.v
export SDC_FILE = /design/flow/constraint.sdc
export NUM_CORES = 4
export LEC_CHECK = 1
export CORE_AREA = 10 10 70 70
export DIE_AREA = 0 0 80 80
==> /design/flow/constraint.sdc <==
current_design dtt

set clk_period 1.7
set clk_io_pct 0.2

create_clock -name clk0 -period $clk_period [get_ports {CLK}]

set non_clock_inputs [all_inputs -no_clocks]
set_input_delay [expr $clk_period * $clk_io_pct] -clock clk0 $non_clock_inputs
set_output_delay [expr $clk_period * $clk_io_pct] -clock clk0 [all_outputs]
==> results.txt <==
yosys + openroad results -> DRT Pass-1 Iters 4, number of CTS-inserted buffers 3, Critical Path Sink Type output port, Vias/cell 3.06, Hold WC Path Type flip-flop to flip-flop, Cell area leaders dfxtp_1 33%, ha_1 8.4%, nand3_1 8.4%, nor4b_4 7.9%, nand4b_1 5.9%, DP Worst Slack 0.0873 ns, Flop pwr share 36.7%, Slew Viols, Final 0, Inst Count DP 89, post-route DRC violation count 0, Sw Share 28.0%, drt total wl 799 um, setup skew after layout 0.00370 ns, Avg Cell Area, Syn 8.80 um2, wire per inst 8.41 um, via count 291, drt first-iter violations 17, Cell Rows 21, Yosys reg bits 5, Worst Hold Launch state[1], hold_buf cts 0, Core Density at Floorplan 8.75%, initial antenna violation count 0, P&R area growth vs syn 66.1%, Yosys cell types 17, largest reg by FF count state, IO buf count 8, relative slew slack 76.8%, post-route ant nets 0, n_diodes 0, yosys stat area 299 um2, synth warn 1, Max Freq 676 MHz, Yosys top cell by area dfxtp_1, Comb pwr share 29.9%, Top-area cell share 33.5%, post-route design area 497 um2, NetSw 0.115 mW, Root Buffer clkbuf_4, RR Endpoint state[2], CP Max Fanout 3, met1 Use GR 2.87%, Tool Warnings 26, Worst R2R Path Depth 6, GR Util met3 0.682%, Die Y 80 um, CP Class flip-flop to output port, Synth Seq Share 33.5%, number of flip-flops in the largest register 5, Yosys Instances 34, Sum Neg Setup Slack 0 ns, total gr overflow 0, status finished, final reports clean, Worst Setup Start Kind flip-flop, worst hold path depth 2, pwr/cell area 827 mW/mm2, biggest regs state (5), post-DP HPWL 621 um, CTS tree built, Non-Filler Instances 95, post-route minimum period 1.48 ns, clock sink count 5, clk buf depth 2, number of global-route vias before repair 322, FILL cells 391, H-tree levels 1, core area 0.00342 mm2, r2r startpoint state[1], Critical Path AT 1.14 ns, most used routing layer met2, R2R setup slack 0.24 ns, share of layout cells above drive strength 1 28.6%, Die X 80 um, Clk network pwr share 33.5%, Ports 9, mapped cell area 299 um2, first-pass GRT wire length 1.40 mm, P_leak 0.190 nW, die area 0.00640 mm2, Post-Syn Instances 34, largest net degree at the start of global routing 11, Internal 0.296 mW, Clock Pin Slew Worst Setup and Hold Paths 0.05 ns, Hold Vio Cnt, Final 0, GRT Total Usage 2.62%, dpl cell area 448 um2, PnR worst setup slack 0.221 ns, routability cong. 0.767, Max Cap Viol 0, Latency at later pin 0.24 ns, met2 Track Usage GR 4.41%, crit path DRT 1.36 ns, unrepaired setup endpoints after global routing no, Final period util 87.0%, VDD IR-drop max 112 uV, Hold Path End state[1], worst-margin pin slew 0.346 ns, Setup-failing EPs final 0
[synthesized netlist by cell type]
| library cell | count |
|---|---|
| xnor2_1 | 2 |
| dfxtp_1 | 5 |
| inv_1 | 4 |
| nor4b_4 | 1 |
| and3_1 | 1 |
| ha_1 | 2 |
| a21oi_1 | 2 |
| a211o_1 | 1 |
| nand3_1 | 5 |
| nand4b_1 | 2 |
| clkbuf_1 | 1 |
| nand2_1 | 2 |
| o41ai_1 | 1 |
| or3_1 | 1 |
| nor2_1 | 1 |
| nor3_1 | 1 |
| or4_1 | 2 |
[placed cells by master (no fill, tap or decap)]
cell type        count
or3_1                1
ha_1                 1
nor2_2               1
dlygate4sd2_1        1
clkbuf_4             3
and3_1               1
nor3_1               1
a21oi_1              2
nor4b_4              1
nand4b_1             2
o41ai_1              1
nand3_1              5
xnor2_1              2
nand2_1              2
dfxtp_2              3
or4_1                2
ha_2                 1
inv_1                3
dfxtp_1              2
clkbuf_1             1
a211o_1              1
inv_2                1
buf_4                4
clkdlybuf4s50_1      7
[power by group through the flow]
| stage | Combinational (mW) | Sequential, mW | Clock, mW |
|---|---|---|---|
| CTS | 0.123 | 0.151 | 0.145 |
| global route | 0.138 | 0.153 | 0.154 |
| finish | 0.123 | 0.151 | 0.137 |
[repair_timing]
action,CTS,global route
resized,7,0
buffers inserted,2,0
endpoints found under the setup margin,1,0
[area by class of cell]
| class | instances | area (um2) | share of cell area (%) |
|---|---|---|---|
| Timing Repair Buffer | 12 | 109 | 21.9 |
| Inverter | 4 | 15.0 | 3.02 |
| Tap cell | 46 | 57.6 | 11.6 |
| Clock buffer | 4 | 26.3 | 5.29 |
| Multi-Input combinational cell | 24 | 185 | 37.3 |
| Sequential cell | 5 | 104 | 20.9 |
[critical path, cell delays in order, from the launching register on]
cell and delay, ns:
dfxtp_2 0.35, inv_2 0.04, ha_2 0.15, and3_1 0.13, dlygate4sd2_1 0.23
[per-layer routing]
layer	vias to the layer above	share of wire (%)
met1	130	40
met4	0	4.3
li1	153	-
met5	-	0
met3	2	6.5
met2	6	50
[how the worst max path moves through the flow]
stage | slack, ns | to | cells after the start | start
6_report | 0.22 | spike | 4 | state[1]
5_1_grt | 0.16 | state[2] | 6 | state[1]
4_1_cts | 0.20 | spike | 4 | state[1]
[cell families after synthesis]
| kind of cell | after synthesis | synth area share [%] |
|---|---|---|
| DFF | 5 | 33.5 |
| xor gates and xnor gates | 2 | 5.86 |
| AOI/OAI and AO/OA | 4 | 9.21 |
| and+or+nand+nor | 16 | 36.8 |
| buffers and inverters | 5 | 6.27 |
| adders and majority gates | 2 | 8.37 |
[stage by stage]
stage | power [mW] | hold WS [ns] | utilization, %
global placement | 0.261 | 0.539 | 13.1
detailed placement | 0.262 | 0.548 | 13.1
CTS | 0.418 | 0.546 | 14.5
finish | 0.411 | 0.548 | 14.5
global route | 0.445 | 0.598 | 14.5
floorplan | 0.219 | 0.467 | -
Power figures rest on the tool's default switching activity, not on a simulated workload.
