<file path="/design/flow/run.sh">
#!/bin/bash
# OpenROAD 26Q1-2900-gdf79404cd8, Yosys 0.63+post, stock flow scripts
make -C /OpenROAD-flow-scripts/flow DESIGN_CONFIG=/design/flow/config.mk WORK_HOME=/design/flow/orfs finish
</file>
<file path="/design/flow/config.mk">
export PLATFORM = sky130hd
export DESIGN_NAME = snn_lif
export DESIGN_NICKNAME = snn_lif
export VERILOG_FILES = /design/flow/design.v
export SDC_FILE = /design/flow/constraint.sdc
export NUM_CORES = 4
export LEC_CHECK = 1
export CORE_AREA = 10 10 104 104
export DIE_AREA = 0 0 114 114
</file>
<file path="/design/flow/constraint.sdc">
current_design snn_lif

set clk_period 3.5
set clk_io_pct 0.2

create_clock -name clk0 -period $clk_period [get_ports {CLK}]

set non_clock_inputs [all_inputs -no_clocks]
set_input_delay [expr $clk_period * $clk_io_pct] -clock clk0 $non_clock_inputs
set_output_delay [expr $clk_period * $clk_io_pct] -clock clk0 [all_outputs]
</file>
<file path="/design/flow/design.v">
`timescale 1ns / 1ps
module snn_lif#(parameter WEIGHT_WIDTH = 4'd4)(
    input wire CLK,
    input wire nRST,
    input wire [3:0] spike_in,
    output wire spike_out,
    input wire signed [WEIGHT_WIDTH-'d1:0] weight0,
    input wire signed [WEIGHT_WIDTH-'d1:0] weight1,
    input wire signed [WEIGHT_WIDTH-'d1:0] weight2,
    input wire signed [WEIGHT_WIDTH-'d1:0] weight3
);
localparam MID_VAL0 = 0, SNN_RST_VAL = 'd0;  
reg signed [5:0] snn_cnt_internal;
wire signed [5:0] sum_cnt [3:0];
reg cnt_msb;
wire [2:0] snn_leak0;
assign sum_cnt[0] = spike_in[0] ? (weight0[3] ? {weight0[3], 2'b11, weight0[2:0]} : {2'd00, weight0}) : MID_VAL0;
assign sum_cnt[1] = spike_in[1] ? (weight1[3] ? {weight1[3], 2'b11, weight1[2:0]} : {2'd00, weight1}) : MID_VAL0;
assign sum_cnt[2] = spike_in[2] ? (weight2[3] ? {weight2[3], 2'b11, weight2[2:0]} : {2'd00, weight2}) : MID_VAL0;
assign sum_cnt[3] = spike_in[3] ? (weight3[3] ? {weight3[3], 2'b11, weight3[2:0]} : {2'd00, weight3}) : MID_VAL0;
assign snn_leak0 = 3'b000;
assign spike_out = snn_cnt_internal[5] && !cnt_msb;
always@(posedge CLK) begin
    if(!nRST) begin
        snn_cnt_internal <= SNN_RST_VAL;
        cnt_msb <= 1'b0;
    end else begin
        if(!spike_out) begin
            snn_cnt_internal <= snn_cnt_internal + sum_cnt[0] + sum_cnt[1] + sum_cnt[2] + sum_cnt[3] - {3'd0, snn_leak0};
        end else begin
            snn_cnt_internal <= SNN_RST_VAL;
        end  
        cnt_msb <= snn_cnt_internal[5];
    end
end
endmodule
</file>
==> impl_metrics.csv <==
group,metric,value,unit
status,status,"finished, final reports clean",
final_layout,area_growth_syn_to_layout,65.4,%
floorplan,fp.coreArea,8680,um2
logic_synthesis,synthDominantCellAreaShare,33.5,%
logic_synthesis,synth_cell_types,20,
drt,drc,0,
global_routing,grt_remaining_overflow,0,
clocking,htreeDepth,1,
worst_setup_path,cp-end-kind,"register",
power,power.share.clock,12.7,%
drt,antenna_cells_inserted,0,
placed_design,port-buffer-count,22,
flow_run,cap_viol_max_count,0,
logic_synthesis,yosys_cells,89,
clocking,clk_latency,0.22,ns
worst_setup_path,path_cells,"buf_6, nand2_2, fa_1, fa_1, inv_2, fa_1, inv_2, fa_2, nor2b_4, o21ai_2, nand2b_1, xnor3_1, nor2_1",
worst_hold_path,min-delay-path-class,"register to register",
final_layout,final_util,15.9,%
worst_setup_path,cpMaxStageDelayCell,"fa_1",
final_timing,drv_slew,0,
floorplan,fp.dieH,114,um
final_timing,hold_viol_final,0,
placed_design,dpl.hpwl,1870,um
logic_synthesis,synth_cells,89,
placed_design,gp_congestion,0.761,
power,pwr-share-seq,13.7,%
clocking,cts-root-buf,"clkbuf_8",
final_timing,skew,0.000405,ns
final_timing,fin_crit,3.39,ns
floorplan,chip_area,13000,um2
worst_setup_path,max_stage_delay,0.58,ns
logic_synthesis,flop_cell,"dfxtp_1",
final_layout,drive_gt1_share,35.9,%
drt,via_count,681,
worst_setup_path,path_max_fanout,4,
logic_synthesis,synthArstFlopShare,0,%
worst_setup_path,timing_worst_setup_path_type,"primary input to register",
logic_synthesis,post_synth.cell_area_avg,9.39,um2
final_timing,rsz0062_at_grt,"true",
floorplan,placementRows,34,
logic_synthesis,topCellsByArea,"fa_1 34%, dfxtp_1 17%, inv_1 10%",
power,p_switching,341,uW
final_timing,worst_pin_slew,0.254,ns
clocking,clock-sinks,7,
power,design_power_total,887,uW
logic_synthesis,synth-edff-count,0,
logic_synthesis,ys_seq_share,16.8,%
drt,ant_nets,0,
floorplan,die_w,114,um
logic_synthesis,syn_area,836,um2
worst_setup_path,cp.arrival,3.55,ns
power,p_leak,0.626,nW
power,p_sw_share,38.4,%
drt,drt_iter0_markers,12,
placed_design,dp_cells,227,
drt,wl,2150,um
floorplan,ioPinCount,23,
power,power_frac_comb,73.7,%
clocking,path_clk_slew,0.04,ns
drt,first_pass_iters,4,
logic_synthesis,synth_warnings,1,
power,power_density,642,nW/um2
worst_setup_path,required,3.66,ns
logic_synthesis,synthTopCellsByCount,"23 x inv_1, 14 x fa_1, 8 x nand2_1",
power,ir_drop,223,uV
flow_run,warning_count,26,
worst_setup_path,worstSetupStartpointType,"primary input",
drt,wire_per_inst,9.11,um
global_routing,grt_pass1_vias,759,
logic_synthesis,yosys_register_bits,7,
floorplan,initCoreUtil,9.63,%
final_timing,whs,0.502,ns
global_routing,grtUsageTotal,3.50,%
global_routing,grt_max_degree,7,
final_timing,setup_violations,0,
logic_synthesis,largest_area_cell,"fa_1",
clocking,clk_path_buf_depth,2,
logic_synthesis,synth_chip_area,836,um2
final_timing,max_freq,0.295,GHz
clocking,cts_tree,"built",
final_timing,slew_headroom,83.0,%
power,power.internal,547,uW
final_timing,post-route-period-util,96.8,%
global_routing,antenna_found_initial,0,
drt,vias_per_cell,2.89,
logic_synthesis,top_cell,"inv_1",
clocking,cts_made_buffers,3,
global_routing,grt_pass1_wl,3640,um
worst_setup_path,crit_top_cell,"fa_1",
final_layout,layout.cells.non_filler,236,
[metrics by stage]
stage	TNS (ns)	setup slack [ns]	cell area, um2
detailed placement	-2.01	-0.729	1260
global route	-0.0420	-0.0420	1380
finish	0	0.111	1380
CTS	0	0.0120	1350
global placement	-1.89	-0.659	1260
floorplan	0	0.0864	841
[layout make-up]
| class | instances | area, um2 |
|---|---|---|
| Multi-Input combinational cell | 59 | 674 |
| Clock buffer | 4 | 45.0 |
| Inverter | 23 | 86.3 |
| Sequential cell | 7 | 140 |
| Tap cell | 108 | 135 |
| Timing Repair Buffer | 35 | 302 |
| Fill cell | 980 | 7300 |
[flip-flops by register name, summed over array words and instances, names as in the netlist]
register	cells
cnt_msb	1
snn_cnt_internal	6
[power groups by stage]
stage	Sequential (mW)	Combinational [mW]	Clock, mW
global route	0.126	0.758	0.122
finish	0.122	0.654	0.112
CTS	0.123	0.639	0.116
[cell usage in the layout (no fill, tap or decap), types with 2 or more instances in the layout]
| master | Yosys | final |
|---|---|---|
| inv_1 | 23 | 18 |
| fa_1 | 14 | 12 |
| buf_4 | 0 | 12 |
| clkdlybuf4s50_1 | 0 | 11 |
| dfxtp_1 | 7 | 7 |
| nand2_2 | 1 | 6 |
| inv_2 | 0 | 5 |
| nor2_1 | 5 | 5 |
| and2_1 | 6 | 4 |
| xnor2_1 | 4 | 4 |
| dlygate4sd2_1 | 0 | 4 |
| nand2_1 | 8 | 3 |
| and2_4 | 1 | 3 |
| ha_1 | 6 | 3 |
| clkbuf_8 | 0 | 3 |
| buf_6 | 0 | 3 |
| nor2b_1 | 3 | 2 |
| nand2b_1 | 2 | 2 |
| xor2_1 | 2 | 2 |
| fa_2 | 0 | 2 |
| ha_4 | 0 | 2 |
| buf_2 | 0 | 2 |
| clkbuf_2 | 0 | 2 |
[worst paths after layout]
kind,start,end,slack [ns],depth (start not counted)
worst max-delay path,spike_in[0],snn_cnt_internal[5],0.11,13
worst min-delay path,snn_cnt_internal[5],cnt_msb,0.50,1
worst max register to register,snn_cnt_internal[2],snn_cnt_internal[5],0.35,12
worst min register to register,snn_cnt_internal[5],cnt_msb,0.50,1
[per-layer routing]
layer | vias to the layer above | global-route usage [%] | part of all wire (%)
met5 | - | 0 | 0
li1 | 334 | - | -
met4 | 0 | 0.501 | 1.6
met3 | 4 | 2.45 | 14
met2 | 22 | 5.20 | 44
met1 | 321 | 4.14 | 41
[critical path: cells and delay by family]
| family | cells | cell delay (ns) |
|---|---|---|
| buffers and inverters | 3 | 0.20 |
| AOI/OAI and AO/OA | 1 | 0.06 |
| xor gates and xnor gates | 1 | 0.21 |
| adders and majority gates | 4 | 2.01 |
| and+or+nand+nor | 4 | 0.36 |
[repair_timing]
item | in CTS | in global routing
endpoints found under the setup margin | 4 | 1
setup buffers | 3 | 2
pin swaps | 17 | 11
cloned | 0 | 0
gates resized | 37 | 13
hold buffers | 0 | 0
[kinds of logic (layout without fill, tap and decap cells)]
family	count (synthesis)	in the layout	share of synthesized area [%]
XOR/XNOR	8	8	10.9
adder cells (fa/ha/maj)	20	20	42.5
AND/OR/NAND/NOR	28	28	17.4
buffers and inverters	23	62	10.3
flip-flops	7	7	16.8
AND-OR/OR-AND	3	3	2.09
Power figures rest on the tool's default switching activity, not on a simulated workload.
